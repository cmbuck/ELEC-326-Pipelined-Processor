<file path="design/flow/config.mk">
export PLATFORM = sky130hd
export DESIGN_NAME = mux_3input_32bit
export DESIGN_NICKNAME = mux_3input_32bit
export VERILOG_FILES = /design/flow/design.v
export SDC_FILE = /design/flow/constraint.sdc
export NUM_CORES = 4
export LEC_CHECK = 1
export CORE_AREA = 10 10 88 88
export DIE_AREA = 0 0 98 98
</file>
<file path="design/flow/run.sh">
#!/bin/bash
# OpenROAD 26Q1-2900-gdf79404cd8, Yosys 0.63+post, stock flow scripts
make -C /OpenROAD-flow-scripts/flow DESIGN_CONFIG=/design/flow/config.mk WORK_HOME=/design/flow/orfs finish
</file>
<file path="design/flow/constraint.sdc">
current_design mux_3input_32bit

set clk_period 2.6
set clk_io_pct 0.2

create_clock -name clk0 -period $clk_period

set non_clock_inputs [all_inputs -no_clocks]
set_input_delay [expr $clk_period * $clk_io_pct] -clock clk0 $non_clock_inputs
set_output_delay [expr $clk_period * $clk_io_pct] -clock clk0 [all_outputs]
</file>
<file path="design/flow/design.v">
module mux_2input_32bit(Select, inData1, inData2, outData);
   input wire Select;  
   input wire [31:0] inData1, inData2;
   output wire [31:0] outData;
   assign outData = Select?inData2:inData1;
endmodule  
module mux_3input_32bit(Select, inData1, inData2, inData3, outData);
   input wire [1:0] Select;
   input wire [31:0] inData1, inData2, inData3;
   output wire [31:0] outData;
   assign outData = (Select == 0)?inData1:(Select == 1)?inData2:inData3;
endmodule  
module mux_2input_5bit(Select, inData1, inData2, outData);
   input wire Select;
   input wire [4:0] inData1, inData2;
   output wire [4:0] outData;
   assign outData = Select?inData2:inData1;
endmodule  
module mux_2input_26bit(Select, inData1, inData2, outData);
   input wire Select;
   input wire [25:0] inData1, inData2;
   output wire [25:0] outData;
   assign outData = Select?inData2:inData1;
endmodule  
</file>
==> job_summary.md <==
## PnR job results

| Metric | Value |
|---|---|
| Status | finished, final reports clean |
| Routed Antenna Nets | 0 |
| Hold depth | 5 |
| Flip-flops | 0 |
| ANT cells | 0 |
| Area leader, netlist | mux2i_1 |
| Worst min path class | input pin to output pin |
| Worst EP required | approximately 2100 ps |
| # DRC | 0 |
| Max cap viols | 0 |
| Synth top area share | ~45% |
| GRT Overall Usage | 8.105% |
| Gate Count Post-Synth | between 100 and 150 |
| Area added between synthesis and finish | 183.9% |
| Final min period | 2214 ps |
| Share of cells above drive strength 1 | under 10% |
| P_leak | slightly above 0.8 nW |
| Crit-path max cell delay | 490 ps |
| Critical setup path kind | input pin to output pin |
| IO Port Bufs | 130 |
| Crit path DAT | between 1500 and 2000 ps |
| Initial DRC count | 21 |
| Yosys warnings | 0 |
| Drt pass-1 iters | 3 |
| Detailed-route via count | around 1,200 |
| Via density | 3.895 |
| Final WL | about 4.2 mm |
| Fin crit share | 85.14% |
| Setup TNS | 0 ps |
| Slew headroom | between 70% and 80% |
| Worst path slowest cell | clkdlybuf4s50_1 |
| Dpl cell area | 0.002028 sq mm |
| Synth unique cells | 8 |
| Post-CTS sizing | 0 |
| Final Max Slew Viols | 0 |
| CP dominant cell by count | clkdlybuf4s50_1 |
| WHS Endpoint | outData[3] |
| Die Span Y | between 90 and 100 um |
| Top cells, area | mux2i_1 45%, o21ai_1 20%, nand2_1 17% |
| Cell Count, Final, Fillers Out | 304 |
| Initial core utilization | approximately 12% |
| Critical Path Start Type | input pin |
| Final hold violation count | 0 |
| Synth Area per Inst | about 6.7 sq um |
| Fillers | about 630 |
| HPWL after DPL | ~3.7 mm |
| Initial antenna violation count | 0 |
| # Post-CTS Setup Buffers | 0 |
| Unrepaired setup endpoints after global routing | false |
| FMAX | roughly 0.45 GHz |
| Final Setup Violations | 0 |
| Worst hold slack | approximately 1900 ps |
| Final design utilization | 34.26% |
| Crit path capture type | output pin |
| Non-Filler Cell Area, Final | around 0.002 sq mm |
| Worst-path maximum fanout | 1 |
| Die area | 0.009604 sq mm |
| Row Count | 28 |
| CP Cell Sequence | clkdlybuf4s50_1 > mux2i_1 > o21ai_1 > clkdlybuf4s50_1 |
| Vias in the first global route | about 1,200 |
| Hold-fix buffers, CTS | 0 |
| PwrDens | ~160 mW/mm^2 |
| Worst vdd ir | approximately 70 uV |
| Global-route wire length before repair | between 6 and 7 mm |
| CLK BUF | 0 |
| Gr ovfl total | 0 |
| Post-synthesis sequential area ratio | 0% |
| Hold path start | Select[1] |
| Mapped Area | around 710 sq um |
| Worst-Margin Slew | approximately 340 ps |
| WL/cell | between 10 and 15 um |
| Die Width | between 90 and 100 um |
| Core area | ~0.0059 sq mm |
| Yosys Chip Area | approximately 700 sq um |
| Largest net degree at the start of global routing | 38 |
| Ports | approximately 130 |
| GP Congestion | about 0.76 |
| Placed insts | a little over 300 |
| Yosys cell count | around 110 |
| Log Warnings | 32 |
| Reg area | 0 sq um |
-- cell families (layout without fill, tap and decap cells) --
group	count (synthesis)	after routing	synth area share, %
AND-OR/OR-AND	32	32	23.47
multiplexers	32	32	44.83
AND/OR/NAND/NOR	32	32	16.81
buffers and inverters	11	133	14.89
-- how the worst max path moves through the flow --
stage	startpoint	end	slack, ps
CTS	inData2[24]	outData[24]	370
finish	inData2[24]	outData[24]	390
global route	Select[1]	outData[11]	300
-- cell usage after synthesis (all sizes together) --
master  number
mux2i       32
o21ai       32
nand2       32
buf         11
-- cell usage in the layout, fill, tap and decap left out, drive strengths merged --
cell / n
nand2: 32
buf: 5
mux2i: 32
o21ai: 32
clkdlybuf4s50: 128
-- metrics by stage --
| stage | setup WS [ps] | power [mW] |
|---|---|---|
| 3_3_place_gp | 390.1 | 0.3215 |
| 6_report | 386.4 | 0.3182 |
| 5_1_grt | 295.9 | 0.3494 |
| 2_1_floorplan | 1057 | 0.08910 |
| 4_1_cts | 372.0 | 0.3253 |
| 3_5_place_dp | 378.0 | 0.3241 |
-- worst max-delay path, delay by kind of cell --
family                 cells  cell delay (ps)
AND-OR/OR-AND              1              160
buffers and inverters      2              950
multiplexers               1               60
-- area by class of cell --
| class | count | area [sq um] | share of cell area, % |
|---|---|---|---|
| Tap cell | 75 | 93.84 | 4.627 |
| Timing Repair Buffer | 133 | 1326 | 65.39 |
| Multi-Input combinational cell | 96 | 608.1 | 29.98 |
-- layer usage --
metal	up-vias	share of wire (%)	global-route usage, %
met5	-	0	0
met4	0	0	0.3356
met3	0	13	3.698
met2	79	44	13.35
met1	483	43	9.958
li1	622	-	-
-- report_power, final --
part | total, mW | internal, mW | switching (mW)
sequential | 0 | 0 | 0
combinational | 0.318 | 0.238 | 0.0799
clock | 0 | 0 | 0
total | 0.318 | 0.238 | 0.0799
Power is estimated from default activity; no workload was simulated.
